**/design/flow/run.sh**
```bash
#!/bin/bash
# OpenROAD 26Q1-2900-gdf79404cd8, Yosys 0.63+post, stock flow scripts
make -C /OpenROAD-flow-scripts/flow DESIGN_CONFIG=/design/flow/config.mk WORK_HOME=/design/flow/orfs finish
```
**/design/flow/config.mk**
```make
export PLATFORM = sky130hd
export DESIGN_NAME = PTN_GEN
export DESIGN_NICKNAME = PTN_GEN
export VERILOG_FILES = /design/flow/design.v
export SDC_FILE = /design/flow/constraint.sdc
export NUM_CORES = 4
export LEC_CHECK = 1
export CORE_UTILIZATION = 30
```
**/design/flow/constraint.sdc**
```tcl
current_design PTN_GEN

set clk_period 2.6
set clk_io_pct 0.2

create_clock -name clk0 -period $clk_period [get_ports {i_clk}]

set non_clock_inputs [all_inputs -no_clocks]
set_input_delay [expr $clk_period * $clk_io_pct] -clock clk0 $non_clock_inputs
set_output_delay [expr $clk_period * $clk_io_pct] -clock clk0 [all_outputs]
```
**/design/flow/design.v**
```verilog
module PTN_GEN
#(  
    parameter ACTIVE_VERTICAL = 1080    ,
    parameter ACTICE_HORIZONTAL = 1920  ,
    parameter TOTAL_VERTICAL = 1400     ,
    parameter TOTAL_HORIZONTAL = 2400   ,
    parameter COUNT_DEPTH = 12          ,      
    parameter PIXEL_DATA = 8            ,
    parameter GRAY_LEVEL = 10
)
(
    input			            i_clk       ,
    input			            i_rst	    ,
    input                       i_PTN_type  ,
    output  [PIXEL_DATA-1:0]    o_R_data     ,
    output  [PIXEL_DATA-1:0]    o_G_data     ,
    output  [PIXEL_DATA-1:0]    o_B_data     ,
    output                      o_VSync      ,
    output                      o_DE     
);  
    reg     [PIXEL_DATA-1:0]   r_o_R_data;
    reg     [PIXEL_DATA-1:0]   r_o_G_data;
    reg     [PIXEL_DATA-1:0]   r_o_B_data;
    wire    [COUNT_DEPTH-1:0]  w_Vcnt;
    wire    [COUNT_DEPTH-1:0]  w_Hcnt;
    wire    [GRAY_LEVEL-1:0]   Gray_level;
    SYNC_GEN SYNC_GEN
    (   
        .i_clk(i_clk)               ,
        .i_rst(i_rst)               ,
        .o_VSync(o_VSync)           ,
        .o_HSync(o_DE)              ,
        .o_Vcnt(w_Vcnt)             ,
        .o_Hcnt(w_Hcnt)             
    );
    assign Gray_level[0] = (w_Vcnt >= 12'd0) & (w_Vcnt < 12'd108);
    assign Gray_level[1] = (w_Vcnt >= 12'd108) & (w_Vcnt < 12'd216);
    assign Gray_level[2] = (w_Vcnt >= 12'd216) & (w_Vcnt < 12'd324);
    assign Gray_level[3] = (w_Vcnt >= 12'd324) & (w_Vcnt < 12'd432);
    assign Gray_level[4] = (w_Vcnt >= 12'd432) & (w_Vcnt < 12'd540);
    assign Gray_level[5] = (w_Vcnt >= 12'd540) & (w_Vcnt < 12'd648);
    assign Gray_level[6] = (w_Vcnt >= 12'd648) & (w_Vcnt < 12'd756);
    assign Gray_level[7] = (w_Vcnt >= 12'd756) & (w_Vcnt < 12'd864);
    assign Gray_level[8] = (w_Vcnt >= 12'd864) & (w_Vcnt < 12'd972);
    assign Gray_level[9] = (w_Vcnt >= 12'd972) & (w_Vcnt < 12'd1080);
    always @ (*) begin
        r_o_R_data = 8'd0;
        r_o_G_data = 8'd0;
        r_o_B_data = 8'd0;
        casex(Gray_level)
            10'd1 : {r_o_R_data, r_o_G_data, r_o_B_data} = {8'd26, 8'd26, 8'd26};
            10'd2 : {r_o_R_data, r_o_G_data, r_o_B_data} = {8'd58, 8'd58, 8'd58};
            10'd4 : {r_o_R_data, r_o_G_data, r_o_B_data} = {8'd64, 8'd64, 8'd64};
            10'd8 : {r_o_R_data, r_o_G_data, r_o_B_data} = {8'd100, 8'd100, 8'd100};
            10'd16 : {r_o_R_data, r_o_G_data, r_o_B_data} = {8'd126, 8'd126, 8'd126};
            10'd32 : {r_o_R_data, r_o_G_data, r_o_B_data} = {8'd151, 8'd151, 8'd151};
            10'd64 : {r_o_R_data, r_o_G_data, r_o_B_data} = {8'd177, 8'd177, 8'd177};
            10'd128 : {r_o_R_data, r_o_G_data, r_o_B_data} = {8'd203, 8'd203, 8'd203};
            10'd256 : {r_o_R_data, r_o_G_data, r_o_B_data} = {8'd229, 8'd229, 8'd229}; 
            10'd512 : {r_o_R_data, r_o_G_data, r_o_B_data} = {8'd255, 8'd255, 8'd255};
            default : {r_o_R_data, r_o_G_data, r_o_B_data} = {8'd255, 8'd255, 8'd255};
        endcase
    end
    assign {o_R_data, o_G_data, o_B_data} = {r_o_R_data, r_o_G_data, r_o_B_data};
endmodule
module REG 
#(
    parameter W = 1
) 
(
    input               CLK,
    input               RST,
    input               EN,
    input       [W-1:0] D,
    output reg  [W-1:0] Q
);
    always @ (posedge CLK, negedge RST) begin
        if (!RST) 
            Q <= 1'b0;
        else if (EN)
            Q <= D;
    end
endmodule
module SYNC_GEN
#(
    parameter ACTIVE_VERTICAL = 1080    ,
    parameter ACTICE_HORIZONTAL = 1920  ,
    parameter COUNT_DEPTH = 12
)
(
    input			            i_clk   ,
    input			            i_rst	,
    output                      o_VSync ,
    output                      o_HSync ,
    output  [COUNT_DEPTH-1:0]   o_Vcnt  ,
    output  [COUNT_DEPTH-1:0]   o_Hcnt         
);  
    TENSONES #(.W(COUNT_DEPTH))
    PIXEL_COUNTER
    (
        .i_clk(i_clk)                   ,
        .i_rst(i_rst)                   ,
        .o_TENS(o_Vcnt)                 ,
        .o_ONES(o_Hcnt)     
    );
    assign o_VSync = (o_Vcnt < ACTIVE_VERTICAL) ? 1'b1 : 1'b0;
    assign o_HSync = (o_Hcnt < ACTICE_HORIZONTAL) ? 1'b1 : 1'b0;
endmodule
module TENSONES
#(
    parameter W = 12
)
(
    input           i_clk       ,
    input           i_rst       ,
    output  [W-1:0] o_TENS      ,
    output  [W-1:0] o_ONES
);
    localparam TOTAL_VERTICAL = 12'd1400;
    localparam TOTAL_HORIZONTAL = 12'd2400;
    reg     [W-1:0] r_TENS;
    reg     [W-1:0] r_ONES;
    wire            TENS_flag = (o_TENS == TOTAL_VERTICAL);
    wire            ONES_flag = (o_ONES == TOTAL_HORIZONTAL);
    REG #(.W(W)) REG_TNES
    (
        .CLK(i_clk)     ,
        .RST(i_rst)     ,
        .EN(1'b1)       ,
        .D(r_TENS)      ,
        .Q(o_TENS)
    );
    REG #(.W(W)) REG_ONES
    (
        .CLK(i_clk)     ,   
        .RST(i_rst)     ,
        .EN(1'b1)       ,
        .D(r_ONES)      ,
        .Q(o_ONES)
    );
    always @ (*) begin
        casex ({TENS_flag, ONES_flag})
            2'b00 : {r_TENS, r_ONES} = {o_TENS, o_ONES + 12'd1};
            2'b01 : {r_TENS, r_ONES} = {o_TENS + 12'd1, 12'd0};
            2'b10 : {r_TENS, r_ONES} = {o_TENS, o_ONES + 12'd1};
            2'b11 : {r_TENS, r_ONES} = {12'd0, 12'd0};
        endcase
    end
endmodule
```
==> results.md <==
| Parameter | Value |
| --- | --- |
| Count of pins on the block boundary | 29 |
| Critical Path End | o_R_data[6] |
| Top_reg_cell synth | dfrtp_1 |
| Max stage delay cell, worst path | or4_4 |
| Number of buffers on the longest clock path | 2 |
| Tcrit/Tclk final | 99.0% |
| Share of the yosys chip area belonging to registers | 35.4% |
| Die Y | 77.2 um |
| Cell-by-cell listing of the critical path | or3b_4 -> or4_4 -> and3_4 -> buf_6 -> clkdlybuf4s15_1 |
| Flops & latches, synth | 24 |
| Total number of vias | 1,497 |
| Detailed Route Iter0 Violations | 129 |
| Number of flops mapped to enable cells by yosys | 0 |
| Maximum number of pins on one net before global-route repair | 25 |
| Power per unit of standard cell area | 313 nW/um^2 |
| Post-Syn Area per Cell | 8.45 sq um |
| Number of antenna violations at the first check in global routing | 0 |
| Diodes inserted | 0 |
| Pre-CTS WS | 58.8 ps |
| PortBufs | 27 |
| Area Overhead vs Synth | 34.5% |
| Clock buffers created by TritonCTS | 3 |
| Overflow left after global routing | 0 |
| Detailed-route vias per instance | 5.02 |
| Final critical delay including setup and external delays | 2570 ps |
| Number of warnings printed during yosys synthesis | 3 |
| Worst Path Required | 2080 ps |
| Final Worst Setup Slack | 26.1 ps |
| Number of H-tree levels | 1 |
| Post-route clock skew | 2.08 ps |
| Start point of the worst min-delay path | SYNC_GEN.PIXEL_COUNTER.REG_ONES.Q[0]$_DFF_PN0_ |
| Final Max Slew Viols | 0 |
| Number of nets with antenna violations after detailed routing | 0 |
| Synthesized area | 1700 sq um |
| Fraction of power consumed by sequential logic | 52.2% |
| Worst Reg2Reg Path Length in Cells | 5 |
| Net switching power | 0.133 mW |
| Part of the total power dissipated in combinational logic | 1.3% |
| Number of warnings in the stage logs | 30 |
| Share of layout cells above drive strength 1 | 27.0% |
| Number of violations of the max-capacitance limit | 0 |
| Share of flip-flops with an asynchronous set or reset | 100% |
| Half-perimeter wire length after placement | 2660 um |
| Static leakage | 1.00 nW |
| Peak clock frequency supported by timing | 0.389 GHz |
| Reg2Reg Setup Slack | 450 ps |
| Proportion of total power due to net switching | 18.6% |
| Share of power burned in the clock network | 46.5% |
| Wire length of the first global-routing pass | 6180 um |
| TritonCTS clock tree | built |
| Final hold violation count | 0 |
| Worst hold-check path type | flip-flop to flip-flop |
| Worst r2r dst | SYNC_GEN.PIXEL_COUNTER.REG_TNES.Q[5]$_DFFE_PN0P_ |
| Total length of routed wires | 3850 um |
| Arrival time at the worst endpoint | 2050 ps |
| Transition time of the tightest slew-check pin | 501 ps |
| Source-to-sink clock delay at the later pin of the worst-skew pair | 270 ps |
| Reg-to-reg startpoint | SYNC_GEN.PIXEL_COUNTER.REG_TNES.Q[2]$_DFFE_PN0P_ |
| Tot GR Track Use | 12.8% |
| Placement row count | 27 |
| Final setup violating endpoints | 0 |
| Total design power | 0.714 mW |
| Number of iterations in the first detailed-routing pass | 4 |
| Count of clock tree sinks | 24 |
| Hold slack final | 498 ps |
| Cell count listed in synth_stat.txt | 201 |
| Final Util | 41.7% |
| Worst slew margin relative to its limit | 66.1% |
| Wire per inst | 12.9 um |
| Largest area contributor in the synthesized netlist | dfrtp_1 |
| Sort of element at the end of the critical path | output pin |
| Total cell area reported by yosys after synthesis | 1700 sq um |
| Leading cell types by total area after synthesis | dfrtp_1 (35%), buf_4 (8.0%), nand3_1 (4.1%) |
| Fraction of the core area occupied by cells at floorplan | 31.0% |
| Outcome | finished clean |
| Final weighted congestion of routability-driven global placement | 0.838 |
| DRC Markers | 0 |
| Internal cell power | 0.581 mW |
| Worst supply voltage drop on vdd | 0.187 mV |
| Clock edge transition at the registers on the reported setup and hold paths | 90 ps |
| Cell count after synthesis | 201 |
| Floorplan core area | 5470 sq um |
| Synth top area share | 35.4% |
| RSZ-0062 raised after global routing | yes |
| Root buffer selected by CTS | clkbuf_8 |
| Type of origin of the critical path | flip-flop |
| Number of global-route vias before repair | 1,305 |
| Worst setup path category | flip-flop to output pin |
| Number of distinct library cell variants in the gate-level netlist after synthesis | 46 |
| CP Launch Point | SYNC_GEN.PIXEL_COUNTER.REG_TNES.Q[10]$_DFFE_PN0P_ |
| Max stage delay on crit path | 540 ps |
| Peak fanout along the critical path | 4 |
| DIE AREA | 5960 sq um |
| Die X | 77.2 um |
sequential cells by signal, summed over array words and instances, names as in the netlist:
signal / count
SYNC_GEN.PIXEL_COUNTER.REG_TNES.Q: 12
SYNC_GEN.PIXEL_COUNTER.REG_ONES.Q: 12
critical path: cells and delay by family (launching register included):
kind                   cells  cell delay, ps
buffers and inverters      2             260
DFF                        1             410
and+or+nand+nor            3            1120
kinds of logic after synthesis:
kind of cell | after synthesis | share of synthesized area, %
XOR/XNOR | 11 | 5.67
adder cells (fa/ha/maj) | 4 | 2.95
multiplexers | 2 | 1.18
buffers and inverters | 37 | 13.1
AND-OR/OR-AND | 40 | 15.0
flip-flops | 24 | 35.4
AND/OR/NAND/NOR | 83 | 26.7
routing by layer:
| metal | share of wire [%] | global-route usage [%] |
|---|---|---|
| met5 | 0 | 0 |
| met4 | 0.70 | 1.51 |
| met3 | 2.8 | 0.726 |
| met2 | 43 | 18.2 |
| met1 | 54 | 22.2 |
final cells by class:
| type | count | area (sq um) |
|---|---|---|
| Timing Repair Buffer | 50 | 448 |
| Clock buffer | 3 | 41.3 |
| Tap cell | 72 | 90.1 |
| Fill cell | 530 | 3190 |
| Inverter | 8 | 30.0 |
| Sequential cell | 24 | 607 |
| Multi-Input combinational cell | 140 | 1040 |
| Clock inverter | 1 | 30.0 |
synth_stat cells (all sizes together), types with 2 or more instances:
cell type	number
a21oi	9
and2	2
or3	5
ha	4
a41oi	2
nor3	6
buf	21
a211oi	2
xor2	5
xnor2	6
nand4	8
o21ai	11
nor2	14
dfrtp	24
mux2i	2
nor4	2
or4	6
or2	3
inv	8
and3	6
clkbuf	8
nand2	12
a31oi	4
nand3	14
power groups by stage:
| stage | Combinational, mW | Clock [mW] | Sequential [mW] |
|---|---|---|---|
| final | 0.00950 | 0.332 | 0.373 |
| after CTS | 0.0104 | 0.341 | 0.373 |
| after global routing | 0.0113 | 0.351 | 0.373 |
cells in the final DEF, fill, tap and decap left out, types with 2 or more instances in the layout:
master,instances
inv_1,7
or4_4,4
xnor2_1,6
a21oi_1,8
dlymetal6s2s_1,5
buf_6,3
dfrtp_2,5
clkdlybuf4s50_1,9
clkbuf_8,3
nand3_2,2
nor3_1,4
mux2i_1,2
xor2_1,5
nand3_1,11
o21ai_1,3
and2_1,2
ha_1,4
nand2_1,11
or2_2,2
dfrtp_1,19
buf_4,20
nand4_1,8
a41oi_1,2
dlygate4sd2_1,11
or4_1,2
nor2_1,14
nor3_2,2
and3_4,2
and3_1,4
o21ai_0,7
a31oi_1,4
or3_1,4
metrics by stage:
| step | setup TNS [ps] | area, sq um | cells |
|---|---|---|---|
| after global routing | -37.3 | 2280 | 298 |
| after global placement | 0 | 1980 | 286 |
| after detailed placement | 0 | 1980 | 286 |
| after CTS | -88.3 | 2130 | 292 |
| final | 0 | 2280 | 298 |
| after floorplan | 0 | 1700 | 201 |
worst min path at each step:
stage / cells past startpoint / end
after global routing: 1 / SYNC_GEN.PIXEL_COUNTER.REG_ONES.Q[0]$_DFF_PN0_
final: 1 / SYNC_GEN.PIXEL_COUNTER.REG_ONES.Q[0]$_DFF_PN0_
after CTS: 1 / SYNC_GEN.PIXEL_COUNTER.REG_ONES.Q[0]$_DFF_PN0_
what timing repair did:
item / in CTS / in global routing
setup buffers: 2 / 6
hold endpoints to repair: 0 / 0
hold buffers: 0 / 0
setup endpoints to repair: 18 / 6
gates resized: 35 / 27
pin swaps: 5 / 5
cloned: 0 / 0
Power figures rest on the tool's default switching activity, not on a simulated workload.
